`config.mk`:
```
export PLATFORM = sky130hd
export DESIGN_NAME = DataMemory
export DESIGN_NICKNAME = DataMemory
export VERILOG_FILES = /design/flow/design.v
export SDC_FILE = /design/flow/constraint.sdc
export NUM_CORES = 4
export LEC_CHECK = 1
export CORE_UTILIZATION = 30
```
`constraint.sdc`:
```
current_design DataMemory

set clk_period 21.1
set clk_io_pct 0.2

create_clock -name clk0 -period $clk_period [get_ports {clk}]

set non_clock_inputs [all_inputs -no_clocks]
set_input_delay [expr $clk_period * $clk_io_pct] -clock clk0 $non_clock_inputs
set_output_delay [expr $clk_period * $clk_io_pct] -clock clk0 [all_outputs]
```
`run.sh`:
```
#!/bin/bash
# OpenROAD 26Q1-2900-gdf79404cd8, Yosys 0.63+post, stock flow scripts
make -C /OpenROAD-flow-scripts/flow DESIGN_CONFIG=/design/flow/config.mk WORK_HOME=/design/flow/orfs finish
```
`design.v`:
```
module DataMemory(input clk, read, write, input [15:0] abus, dbus_in, input rst, output [15:0] dbus_out);
	reg [15:0] mem [0:63];
	integer i;
	always@(posedge clk)
	begin
		if(rst)
		begin
			for(i = 0; i < 64; i=i+1 )
			begin
				mem[i] = 0;
			end
		end
		else if(write)
		begin
			mem[abus] = dbus_in;
		end
	end
	assign dbus_out = (read)? mem[abus] : 16'bz;
endmodule
```
==> flow_metrics.rpt <==
FLOW METRICS REPORT
----------------------------------------------------
[Clock network]
  Cts hold-fix bufs ........................ 0
  TritonCTS clock tree ........................ yes
  Total clock sinks ........................ 1024
  H-tree depth ........................ 3
  Cell at the root of the clock tree ........................ clkbuf_16
  Total clock buffers created by CTS ........................ 109
  Worst-case clock buffer depth ........................ 3
  CTS clock-pin slew for the worst setup and hold paths ........................ 0.06 ns
  Number of buffers inserted by post-CTS setup repair ........................ 0
  Post-CTS resize count ........................ 0

[Synthesis]
  Yosys stat chip area ........................ 46900 sq um
  Number of cells produced by synthesis ........................ 3562
  Synthesized area divided by synthesized cell count ........................ 13.2 sq um
  Post-synthesis instance area ........................ 46900 sq um
  Yosys warns ........................ 2
  Synth logic family ........................ simple AND/OR/NAND/NOR gates
  Share of async-settable or async-resettable flops after synthesis ........................ 0
  Ys cells ........................ 3562
  Distinct lib cells used ........................ 60
  Post-synth tally of flip-flops with integrated enable ........................ 1024
  Share of synthesized cell area in and, or, nand and nor gates ........................ 0.173
  Area share of xor/xnor cells in the synthesized design ........................ 0
  Fa+ha+maj area frac ........................ 0
  Predominant post-synthesis flop cell ........................ edfxtp_1
  Seq cells post-synth ........................ 1024
  Aoi share ........................ 0.0985
  Sequential fraction of the synthesis area ........................ 0.656
  MUX area fraction ........................ 0.0400

[STA]
  Period minus WS final ........................ 13.10 ns
  Worst hold slack ........................ between 4 and 5 ns
  RSZ-0062 raised after global routing ........................ no
  Setup WS post-layout ........................ 8.00 ns
  Max Clock Freq ........................ 76.3 MHz
  Count of final hold-check violations ........................ 0
  Final Max Tran Viols ........................ 0
  Worst-case headroom to the max-slew limit ........................ 0.341
  Post-route setup TNS ........................ 0 ns
  Slew at the pin closest to its max-slew limit ........................ 0.977 ns
  Final period util ........................ 0.621
  Final setup violation count ........................ 0

[Power]
  Part of the power in combinational logic ........................ 0.076
  Switching Power ........................ around 1.1 mW
  Leakage power ........................ 18.0 nW
  Cell internal pwr ........................ 3.49 mW
  Power density of the placed cells ........................ 86.5 nW/um^2
  Overall power of the completed layout ........................ 4.55 mW
  Sequential share of power ........................ 0.520
  Part of the power in the clock network ........................ 0.404
  Fraction of power spent switching nets ........................ 0.233
  Maximum resistive drop on vdd ........................ 0.0656 mV

[Global routing]
  Global-route wire length before repair ........................ 204 mm
  Global-route track usage on met2 ........................ 0.274
  Grt met3 use ........................ 0.129
  Leftover overflow at the end of global routing ........................ 0
  Pin count of the biggest net entering global routing ........................ roughly 75
  Met1 Resource Use GR ........................ 0.238
  Number of global-route vias before repair ........................ 28805
  Most congested layer reported by global routing ........................ met2
  Number of antenna violations at the first check in global routing ........................ 10
  Overall track demand over capacity in global routing ........................ 0.190

[Place]
  Sum of net half-perimeters after detailed placement ........................ 86.0 mm
  Number of buffers inserted by port buffering ........................ roughly 40
  Placed cells ........................ roughly 5400
  Gp weighted congestion ........................ 0.920
  Worst setup timing slack at the placement stage ........................ 8.11 ns

[Cells and area]
  Area growth from synthesis to layout ........................ 12.2%
  Most common cell after layout, fill and taps aside ........................ and2_1
  Largest register FFs ........................ 1024
  Number of standard cells in the final layout excluding fillers ........................ roughly 5600
  Number of fill cells ........................ 14769
  Dominant logic cell types in the final layout ........................ and2_1, edfxtp_1, a22oi_1
  Reg area ........................ 30700 sq um
  Area occupied by multi-input gates ........................ 14600 sq um
  Proportion of layout cells with a drive suffix above 1 ........................ 0.117

[Critical path]
  Crit. End Element ........................ output port
  Required time worst endpoint ........................ 16.88 ns
  Worst Path Class, Setup ........................ primary input to output port
  Crit path DAT ........................ 8.88 ns
  Biggest fanout along the worst timing path ........................ 46
  Worst Setup Start Kind ........................ primary input

[Drt]
  Detailed-routing iteration count for the pre-antenna-repair pass ........................ 6
  Count of routing violations after the opening detailed-route iteration ........................ around 2100
  Antenna violation net count after detailed routing ........................ 0
  Routed wire length per instance ........................ 25.4 um
  Via/cell ratio ........................ 5.10
  Post-Route WL ........................ 142 mm
  Number of remaining DRC errors ........................ 0
  Via count ........................ 28611

[Floorplan]
  Die height ........................ 397 um
  Die Span X ........................ 397 um
  Starting density of the core ........................ 0.303
  Die footprint ........................ 158000 sq um
  Placement Rows ........................ 144
  IO Pins ........................ 52
  Area of the core ........................ 155000 sq um

[Run status]
  Status ........................ finished clean

[Run]
  Number of warnings in the stage logs ........................ 37
  Max-cap viol count ........................ 0

[Hold path]
  Hold WC Path Type ........................ primary input to flop

----------------------------------------------------
## area by class of cell
class                           count  share of cell area
Antenna cell                        3            0.000143
Clock buffer                      134              0.0552
Clock inverter                     58             0.00885
Inverter                            2            0.000143
Multi-Input combinational cell   2184               0.278
Sequential cell                  1024               0.584
Tap cell                         2044              0.0486
Timing Repair Buffer              165              0.0242
## synthesized netlist by cell type (8+ instances only)
master       n  area share
mux4_2      23       0.011
a21oi_1     94       0.010
and2_1    1034        0.14
a211oi_1    14      0.0022
a31oi_1     16      0.0021
clkbuf_1   228       0.018
a22oi_1    192       0.031
a221oi_1    89       0.017
edfxtp_1  1024        0.66
o211ai_1     8      0.0013
o21ai_0     85      0.0091
buf_4       13      0.0021
nand2_1     87      0.0070
mux2_2      13      0.0031
and3_1       8      0.0011
nor3_1      10      0.0011
buf_2       74      0.0079
a22o_1      33      0.0062
buf_1       29      0.0023
o221ai_1    22      0.0041
mux2i_1    117       0.025
nor2_2      10      0.0013
nor2_1     107      0.0086
o22ai_1     68      0.0091
or2_2       66      0.0088
## power groups by stage
| stage | combinational, mW | clock, mW | sequential (mW) |
|---|---|---|---|
| CTS | 0.345 | 1.86 | 2.37 |
| global route | 0.369 | 1.93 | 2.38 |
| finish | 0.347 | 1.84 | 2.37 |
## layer usage
layer,share of wire,wire length (um)
met1,0.37,52700
met2,0.44,63000
met3,0.16,22400
met4,0.029,4060
met5,0.0013,185
## critical path, stage by stage
cell             delay (ns)
buf_4                  0.24
buf_4                  0.50
buf_4                  0.41
nor2b_4                0.20
buf_4                  0.46
buf_4                  0.61
a221oi_1               0.20
a21oi_1                0.39
o21ai_0                0.44
nand4_1                0.22
a211o_1                0.29
clkdlybuf4s50_1        0.53
## stage by stage
step | utilization | area, sq um
floorplan | - | 46900
global placement | 0.318 | 49200
detailed placement | 0.318 | 49200
CTS | 0.340 | 52600
global route | 0.340 | 52600
finish | 0.340 | 52600
## worst paths after layout
| kind | start | to | slack (ns) | cells after the start |
|---|---|---|---|---|
| min | dbus_in[13] | mem[59][13] | 4.08 | 2 |
| max | abus[0] | dbus_out[3] | 8.00 | 12 |
## cells by family (layout without fill, tap and decap cells)
group,count (synthesis),count (layout)
multiplexers,155,155
AND/OR/NAND/NOR,1370,1370
flip-flops,1024,1024
buffers and inverters,354,359
other,0,3
AND-OR/OR-AND,659,659
Power figures rest on the tool's default switching activity, not on a simulated workload.
