==> /design/flow/design.v <==
module InstructionMemory(input [15:0] abus, output reg [15:0] dbus);
	reg [15:0] mem [0:63];
	initial
	begin
		mem[0] = 16'hC00A;  
		mem[1] = 16'h2000;  
		mem[2] = 16'hC003;  
		mem[3] = 16'h2001;  
		mem[4] = 16'hC001;  
		mem[5] = 16'h2002;  
		mem[6] = 16'h0000;  
		mem[7] = 16'h4002;  
		mem[8] = 16'h2000;  
		mem[9] = 16'h0001;  
		mem[10] = 16'h6002;  
		mem[11] = 16'h2001;  
		mem[12] = 16'hA00E;  
		mem[13] = 16'h8006;  
		mem[14] = 16'hE000;  
	end
	always@(abus)
	begin
		dbus = mem[abus];
	end
endmodule
==> /design/flow/constraint.sdc <==
current_design InstructionMemory

set clk_period 1.1
set clk_io_pct 0.2

create_clock -name clk0 -period $clk_period

set non_clock_inputs [all_inputs -no_clocks]
set_input_delay [expr $clk_period * $clk_io_pct] -clock clk0 $non_clock_inputs
set_output_delay [expr $clk_period * $clk_io_pct] -clock clk0 [all_outputs]
==> /design/flow/run.sh <==
#!/bin/bash
# OpenROAD 26Q1-2900-gdf79404cd8, Yosys 0.63+post, stock flow scripts
make -C /OpenROAD-flow-scripts/flow DESIGN_CONFIG=/design/flow/config.mk WORK_HOME=/design/flow/orfs finish
==> /design/flow/config.mk <==
export PLATFORM = sky130hd
export DESIGN_NAME = InstructionMemory
export DESIGN_NICKNAME = InstructionMemory
export VERILOG_FILES = /design/flow/design.v
export SDC_FILE = /design/flow/constraint.sdc
export NUM_CORES = 4
export LEC_CHECK = 1
export CORE_AREA = 10 10 70 70
export DIE_AREA = 0 0 80 80
==> reports/qor.csv <==
metric;value;unit
Boundary Pins;32;
final global-route overflow total;0;
number of synthesis warnings;1;
startpoint of the worst hold path;abus[3];
worst hold path depth;3;
vias in the first global route;317;
Seq cells;0;
number of DRC markers in iteration 0;1;
status;finished with violations;
Unique masters post-synth;17;
average detailed-routed wire length per instance;9.28;µm
fill count;383;
WS Path Type;input port to output pin;
total buffers and inverters traversed by the critical path;4;
number of vias after detailed routing;307;
Clk pwr share;0;%
endpoint arrival time on the critical path;1180;ps
Init Core Util;8.46;%
chip area estimate from yosys synthesis;289;µm²
cell type with the largest total area;buf_4;
Max-Cap Viols;0;
Logic pwr share;100.0;%
most frequently used cell type in the post-synthesis netlist;buf_4;
critical path peak fanout;4;
Post-synth top cells;9 x buf_4, 5 x ha_1, 4 x inv_1, 3 x mux2i_1;
Int Power;0.000138;W
area occupied by registers;0;µm²
Pre-Repair DR Iteration Count;4;
wire length of the first global-routing pass;1580;µm
capture endpoint of the worst hold path;dbus[14];
RD Place Congestion;0.814;
failing checks;negative setup slack;
core box area;3420;µm²
endpoint kind of the worst setup timing path;output pin;
power density relative to cell area;333;nW/µm²
number of placement rows;21;
number of pins exceeding their max-slew limit in the final report;0;
Max Freq;0.715;GHz
static leakage power;0.306;nW
area delta synth->final;131;%
worst setup margin;-299;ps
Die Width;80;µm
setup repair after global routing missed its margin;yes;
main area contributors after synthesis;buf_4 23%, ha_1 22%, mux2i_1 10%, mux4_2 7.8%, inv_1 5.2%;
highest ir drop seen on vdd;0.102;mV
die y size;80;µm
crit path launch type;input port;
final standard cell utilization of the core;19.5;%
NetSw;0.0000839;W
CLK BUF;0;
final tally of hold violations;0;
post-synthesis instance total;36;
post-route worst hold slack;807;ps
Synth Cell Area;289;µm²
initial antenna violation count;0;
pin count of the biggest net entering global routing;7;
Total Power;0.000222;W
delay-heaviest family, CP;multiplexers;
DR vias/cell;2.90;
timing startpoint of the critical path;abus[0];
die area;6400;µm²
clock period minus final worst setup slack;1400;ps
critical path cell sequence;buf_12 -> inv_12 -> ha_4 -> inv_2 -> mux4_2 -> buf_2;
total routing resource utilization after global routing;2.96;%
Hold/Removal Path Class;input port to output pin;
number of failing setup endpoints in the final timing report;6;
number of OpenROAD warnings;50;
portion of total power attributed to sequential cells;0;%
Slowest-stage cell, CP;mux4_2;
HPWL after DPL;700;µm
layout cells sized above 1;71.7;%
routed wire length;984;µm
total of buffers placed on input and output ports;11;
number of antenna-violating nets in the routed design;0;
part of the cycle the worst path needs;127;%
endpoint required time on the critical path;880;ps
switching part of the total;37.8;%
number of inserted diodes;0;
mean post-synth cell area;8.03;µm²
number of remaining DRC errors;0;
share of Yosys cell area claimed by the top area cell type;23.4;%
sequential-to-total area share from yosys stat;0;%
number of standard cells reported by yosys;36;
delay of the slowest critical-path stage;430;ps
## through the flow
stage / setup TNS [ps] / cell area (µm²) / setup slack, ps / cells
final: -906 / 667 / -299 / 106
after global routing: -1100 / 667 / -335 / 106
after CTS: -1430 / 626 / -393 / 106
after detailed placement: -6820 / 505 / -1180 / 97
after global placement: -6680 / 505 / -1140 / 97
after floorplan: -58.4 / 384 / -37.9 / 44
## repair_timing
item,in CTS,in global routing
pin swaps,7,4
hold buffers,0,0
setup buffers,9,1
resized,61,13
endpoints found under the setup margin,7,7
## layout make-up
type	count	area (µm²)	share of cell area, %
Multi-Input combinational cell	29	305	45.8
Timing Repair Buffer	27	264	39.6
Tap cell	46	57.6	8.63
Inverter	4	40.0	6.00
## cell families after synthesis
logic type,count (synthesis),synth area share (%)
fa+ha+maj,5,21.6
mux,4,18.2
buf+inv,15,34.2
xor+xnor,1,3.03
other cells,1,1.30
compound gates,4,9.09
simple gates,6,12.6
## power groups by stage
stage                 combinational, W  sequential (W)  clock [W]
after CTS                     0.000203               0          0
after global routing          0.000243               0          0
final                         0.000222               0          0
## worst max-delay path by stage
stage	endpoint	slack (ps)	cells after the start
finish	dbus[14]	-300	6
global route	dbus[14]	-330	6
CTS	dbus[14]	-390	7
## per-layer routing
| layer | wire, µm | part of all wire [%] | track usage, % |
|---|---|---|---|
| met5 | 0 | 0 | 0 |
| met3 | 129 | 13 | 1.59 |
| met1 | 458 | 47 | 4.11 |
| met2 | 396 | 40 | 4.17 |
| met4 | 0 | 0 | 0 |
## placed cells by master (no fill, tap or decap), drive strengths merged
master,n
o21ai,2
or2,1
o31ai,1
and2b,1
ha,5
nand2,2
and2,1
mux2i,3
xnor2,1
and3,1
conb,9
mux4,1
clkbuf,1
buf,26
inv,4
a31o,1
Power figures rest on the tool's default switching activity, not on a simulated workload.
