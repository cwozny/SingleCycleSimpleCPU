--- flow/config.mk ---
export PLATFORM = sky130hd
export DESIGN_NAME = ProgramCounter
export DESIGN_NICKNAME = ProgramCounter
export VERILOG_FILES = /design/flow/design.v
export SDC_FILE = /design/flow/constraint.sdc
export NUM_CORES = 4
export LEC_CHECK = 1
export CORE_AREA = 10 10 75 75
export DIE_AREA = 0 0 85 85
--- flow/constraint.sdc ---
current_design ProgramCounter

set clk_period 1.0
set clk_io_pct 0.2

create_clock -name clk0 -period $clk_period [get_ports {clk}]

set non_clock_inputs [all_inputs -no_clocks]
set_input_delay [expr $clk_period * $clk_io_pct] -clock clk0 $non_clock_inputs
set_output_delay [expr $clk_period * $clk_io_pct] -clock clk0 [all_outputs]
--- flow/design.v ---
module ProgramCounter(input clk, rst, input [15:0] din, output reg [15:0] dout);
	always@(posedge clk)
	begin
		dout <= rst? 0 : din;
	end
endmodule
--- flow/run.sh ---
#!/bin/bash
# OpenROAD 26Q1-2900-gdf79404cd8, Yosys 0.63+post, stock flow scripts
make -C /OpenROAD-flow-scripts/flow DESIGN_CONFIG=/design/flow/config.mk WORK_HOME=/design/flow/orfs finish
==> impl_metrics.tcl <==
# yosys + openroad results
set metrics [dict create \
    port_buffers 33 \
    drc_errors 0 \
    drt_pass1_iterations 2 \
    worst-path-buf-inv 1 \
    finalHoldViolations 0 \
    hp-class "in2reg" \
    top_cell "dfxtp_1" \
    critical_path_class "reg2out" \
    cpLargestDelayFamily "flip-flops" \
    seqCellArea_sq_um 326.6 \
    pwr-share-comb 0.112 \
    antenna_found_initial 0 \
    drt_wl_total_mm 1.203 \
    netlist.top_cell.by_area "dfxtp_1" \
    cts_max_level 1 \
    slowest_delay_ns 0.30 \
    ant_nets 0 \
    finish.utilization 0.2270 \
    flop_cell "dfxtp_1" \
    cp_data_arrival_time_ns 0.76 \
    drive_above_1_share 0.3286 \
    synth.area.top_cells "dfxtp_1, nor2b_2, and2b_2, nor2b_1, buf_6" \
    p_sw_w 0.0002465 \
    yosys_area_sq_um 464.2 \
    p_clk_frac 0.399 \
    largest_reg_flops 16 \
    fp.dieH_um 85 \
    grt.overflow.total 0 \
    status "completed" \
    dieWidth_um 85 \
    wl_per_cell_um 10.03 \
    p_int_w 0.001147 \
    post_synth.cell_area_avg_sq_um 14.07 \
    synthesis.area_sq_um 464.2 \
    area_growth_pct 98.38 \
    cts_tree "built" \
    power_density_nw_per_um2 1513 \
    reg.largest.list "dout (16)" \
    leakagePower_nw 0.3824 \
    setup_viol 0 \
    cts_root_buf "clkbuf_8" \
    gp_congestion 0.6973 \
    cts_buffers 3 \
    max_slew_margin 0.8314 \
    fp-utilization 0.1144 \
    top_register "dout" \
    cp-end-kind "output port" \
    synthTopCellsByCount "dfxtp_1, nor2b_2, and2b_2" \
    grt_pass1_wl_mm 1.973 \
    hpwl_mm 1.041 \
    min_from "din[8]" \
    nFillCells 415 \
    vdd_drop_max_uv 725.2 \
    async_flop_share 0 \
    yosysUniqueCellTypes 5 \
    setup_tns_ns 0 \
    path_clk_slew_ns 0.06 \
    cts_resized 18 \
    finalCritPeriodShare 0.9623 \
    grt_pass1_vias 381 \
    aoi_share 0 \
    via_per_inst 2.867 \
    warning_count 25 \
    ys_sh_mux 0 \
    synth-edff-count 0 \
    logic_area_sq_um 132.6 \
    placementRows 23 \
    first_iter_violations 3 \
    io_pins 34 \
    worstPathCellList "dlygate4sd2_1" \
    simple_gate_area_frac 0.2857 \
    top_logic_kind "simple AND/OR/NAND/NOR gates" \
    p_total_w 0.001394 \
    vias 344 \
    cts_sinks 16 \
    yosys.stat.seqShare 0.6900 \
    timing.hold.ws_ns 0.5156 \
    worst_pin_slew_ns 0.2522 \
    cts_setup_buffers 0 \
    adder_share 0 \
    postCtsHoldBufs 0 \
    crit_slowest_cell "dfxtp_1" \
    grt_usage 0.03366 \
    dieArea_sq_um 7225 \
    ys.warnings.count 1 \
    worstPathMaxFanout 1 \
    ys_sh_xor 0 \
    swShare 0.1769 \
    sequentialPowerShare 0.489 \
    fp.coreArea_sq_um 4058 \
    grt_max_degree 11 \
    min_to "dout[8]" \
    numSynthFlops 16 \
    finalMaxSlewViolations 0 \
    finalNonFillerCells 120 \
    min_period_ns 0.9623 \
    diodes 0 \
    ys_cells 33 \
    top_area_frac 0.6900 \
    start_kind "flop" \
    clk_path_buf_depth 2 \
    dp_cells 116 \
    maxCapViolCount 0 \
    synth_cells 33 \
    cp.required_ns 0.80 \
    holdPathStages 2 \
    fmax_mhz 1039 \
]
-- power by group through the flow --
stage,Clock (W),Combinational [W],Sequential (W)
finish,0.000556,0.000156,0.000681
global route,0.000625,0.000172,0.000685
CTS,0.000584,0.000157,0.000678
-- worst max-delay path by stage --
stage	startpoint	cells past startpoint	end	slack [ns]
5_1_grt	dout[0]	1	dout[0]	-0.00002
4_1_cts	dout[15]	1	dout[15]	0.0007
6_report	dout[5]	1	dout[5]	0.04
-- cell usage in the layout, fill, tap and decap left out --
cell / count
and2b_2: 6
buf_12: 1
clkbuf_8: 4
clkdlybuf4s15_1: 11
clkdlybuf4s50_1: 17
dfxtp_1: 11
dfxtp_2: 5
dlygate4sd2_1: 5
nor2b_1: 3
nor2b_2: 7
-- per-stage QoR --
stage | cell area, sq um | setup slack (ns)
after floorplan | 464.2 | 0.5041
after global placement | 865.8 | -0.1483
after global routing | 920.9 | -0.00001965
final | 920.9 | 0.03769
after detailed placement | 865.8 | -0.1969
after CTS | 903.4 | 0.0007032
-- per-layer routing --
| layer | global-route usage | routed length [um] | vias to the layer above |
|---|---|---|---|
| li1 | - | - | 171 |
| met1 | 0.03982 | 469 | 144 |
| met2 | 0.03883 | 429 | 29 |
| met3 | 0.04143 | 304 | 0 |
| met4 | 0.001497 | 0 | 0 |
| met5 | 0 | 0 | - |
-- cell type report --
type,instances,share of cell area
repair buffers,34,0.3736
flip-flops and latches,16,0.3546
multi-input cells,16,0.1440
well taps,50,0.06793
clock buffers,4,0.05978
-- cells by family (layout without fill, tap and decap cells) --
logic type,count (synthesis),after routing
DFF,16,16
and+or+nand+nor,16,16
buffers and inverters,1,38
Power and IR drop assume default switching activity.
